--- flow/design.v ---
module JAM(
	input wire CLK,
	input wire RST,
	input wire [6:0] Cost,
	output reg [2:0] W,
	output reg [2:0] J,
	output reg [3:0] MatchCount,
	output reg [9:0] MinCost,
	output reg  Valid 
);
	localparam size = 8;
	reg [2:0] P 		[size-1:0];
	reg [7:0] READ_DATA;
	reg [2:0] REG_P	[size-1:0];
	reg [2:0] NEXT_P 	[size-1:0];
	reg [7:0] NEXT_READ_DATA;
	reg [2:0] swap_position1,swap_position2;
	reg [2:0] value;
	reg [2:0] NEXT_W; 
	reg Data_Finish;
	parameter 	Loading_Data 		= 0,
							Calculate_Cost	= 1,
							Refresh_Data		= 2,
							Data_Out				= 3;
	reg [9:0] Data_Cost;
	reg [6:0] Data [size-1:0];
	reg [1:0] state;
	integer j;
	always@(posedge CLK or posedge RST) begin : proc_state
		if(RST) begin
			state <= Loading_Data;
			for(j=0;j<size;j=j+1) P[j] <= $unsigned(j);
			W <= 0;
			MatchCount <= 1;
			MinCost <= 1023;
		end else begin
			case(state)
				Loading_Data 			:begin
					if(W==7)begin
						state <= Calculate_Cost;
					end
					else begin
						W <= W + 1;
					end
					Data[W] <= Cost;
				end
				Calculate_Cost 			:begin
					if( Data_Cost < MinCost)begin
						MinCost <= Data_Cost;
						MatchCount <= 1;
					end
					else if(Data_Cost==MinCost)begin
						MatchCount <= MatchCount+1;
					end
					if(P[0]==7&&P[1]==6&&P[2]==5&&P[3]==4&&P[4]==3&&P[5]==2&&P[6]==1) state <= Data_Out;
					else state <= Refresh_Data;
					for(j=0;j<size;j=j+1) P[j] <= NEXT_P[j];
					READ_DATA <= NEXT_READ_DATA;
					W <= 7;
				end
				Refresh_Data			:begin
					W <= NEXT_W;
					Data[W] <= Cost;
					if(Data_Finish) state <= Calculate_Cost;
					else state <= Refresh_Data;
				end
				default state <= Data_Out;
			endcase
		end
	end
	always@(*) begin
		Valid <= state==Data_Out?1:0;
	end
	always@(*)begin
		case(state)
			Loading_Data: J <= W;
			default J <= P[W];
		endcase
	end
	always@(*)  begin : proc_Data_Cost
		Data_Cost = Data[0]+Data[1]+Data[2]+Data[3]+Data[4]+Data[5]+Data[6]+Data[7];
	end
	integer i;
	always@(*)  begin : proc_NEXT_P 
		swap_position1 = 0;
		for(i=0;i<(size-1);i=i+1)begin
			if(P[i] < P[i+1])
				swap_position1 = $unsigned(i);
		end
		swap_position2 = (size-1);
		value = (size-1);
		for(i=0;i<size;i=i+1)begin
			if(i>swap_position1)begin
				if( P[i] > P[swap_position1] && P[i] <= value)begin
					swap_position2 = $unsigned(i);
					value = P[swap_position2];
				end
			end
		end
	end
	always @(*) begin
		for(i=0;i<size;i=i+1)begin
			if(i==swap_position1) REG_P[i] <= P[swap_position2];
			else if(i==swap_position2) REG_P[i] <= P[swap_position1];
			else REG_P[i] <= P[i];
		end
		for(i=0;i<size;i=i+1)begin 
			if(i>swap_position1)
				NEXT_P[i] <= REG_P[ size-i+swap_position1 ];
			else
				NEXT_P[i] <= REG_P[i];
		end
		for(i=0;i<size;i=i+1)	NEXT_READ_DATA[i] <= NEXT_P[i]==P[i]?0:1;
	end
	integer k;
	always@(*)  begin :proc_Next_Read
		Data_Finish = 1;
		if(READ_DATA[7] && 7<W) begin
			NEXT_W = 7;
			Data_Finish = 0;
		end
		else if(READ_DATA[6] && 6<W) begin
			NEXT_W = 6;
			Data_Finish = 0;
		end
		else if(READ_DATA[5] && 5<W) begin
			NEXT_W = 5;
			Data_Finish = 0;
		end
		else if(READ_DATA[4] && 4<W) begin
			NEXT_W = 4;
			Data_Finish = 0;
		end
		else if(READ_DATA[3] && 3<W) begin
			NEXT_W = 3;
			Data_Finish = 0;
		end
		else if(READ_DATA[2] && 2<W) begin
			NEXT_W = 2;
			Data_Finish = 0;
		end
		else if(READ_DATA[1] && 1<W) begin
			NEXT_W = 1;
			Data_Finish = 0;
		end
		else if(READ_DATA[0] && 0<W) begin
			NEXT_W = 0;
			Data_Finish = 0;
		end
	end
endmodule 
--- flow/run.sh ---
#!/bin/bash
# OpenROAD 26Q1-2900-gdf79404cd8, Yosys 0.63+post, stock flow scripts
make -C /OpenROAD-flow-scripts/flow DESIGN_CONFIG=/design/flow/config.mk WORK_HOME=/design/flow/orfs finish
--- flow/config.mk ---
export PLATFORM = sky130hd
export DESIGN_NAME = JAM
export DESIGN_NICKNAME = JAM
export VERILOG_FILES = /design/flow/design.v
export SDC_FILE = /design/flow/constraint.sdc
export NUM_CORES = 4
export LEC_CHECK = 1
export CORE_UTILIZATION = 40
--- flow/constraint.sdc ---
current_design JAM

set clk_period 13.7
set clk_io_pct 0.2

create_clock -name clk0 -period $clk_period [get_ports {CLK}]

set non_clock_inputs [all_inputs -no_clocks]
set_input_delay [expr $clk_period * $clk_io_pct] -clock clk0 $non_clock_inputs
set_output_delay [expr $clk_period * $clk_io_pct] -clock clk0 [all_outputs]
==> results_dict.tcl <==
# place-and-route summary
set metrics [dict create \
    outcome "finished with violations" \
    violations "negative setup slack" \
    first_global_vias 11634 \
    antenna_found_initial 0 \
    rsz0062_at_grt "yes" \
    power.density_mw_per_mm2 37.64 \
    p_clk_frac 0.420 \
    port_buffers 29 \
    vdd_drop_max_mv 0.05382 \
    slew_violations 0 \
    post-route-period-util 1.192 \
    dpl_cell_area_sq_mm 0.01443 \
    synthDistinctLibCells 98 \
    cts_made_buffers 9 \
    ff_type "edfxtp_1" \
    cap_violations 0 \
    p_sw_uw 132.9 \
    yosys_warnings 5 \
    clock_skew_ns 0.01094 \
    gp_congestion 1.095 \
    grt_max_degree 51 \
    cts_tree "built" \
    routed_via_density 6.142 \
    fin_util 0.5824 \
    cts_hold_buf 0 \
    leakage_uw 0.006845 \
    cp-start-kind "register" \
    p_int_uw 474.3 \
    die_y_um 169.8 \
    arrival_ns 16.40 \
    cpPeakStageDelay_ns 0.60 \
    crit_family "AND-OR/OR-AND gates" \
    worst_slack_ns -2.626 \
    swShare 0.2189 \
    clkTransAtPathRegs_ns 0.08 \
    clockBufferDepth 2 \
    untimed_endpoints 3 \
    insertedDiodeCount 0 \
    warning_count 36 \
    path_buffers 10 \
    htree_levels 3 \
    drive_above_1_share 0.3847 \
    dr.first_iter.drc_count 1186 \
    grt_util_all_layers 0.3913 \
    postRouteAntennaNets 0 \
    unclocked_regs 3 \
    num_io_pins 30 \
    slew_headroom 0.3843 \
    setup_viol 31 \
    cp_common_cell "ha_4" \
    grt.overflow.total 0 \
    yosys_area_sq_mm 0.01126 \
    clock_latency_ns 0.35 \
    dpl_worst_slack_ns -2.977 \
    dieArea_sq_mm 0.02882 \
    edf_count 63 \
    worst_pin_slew_ns 0.9139 \
    slowest_stage "dfstp_2" \
    vias 12363 \
    power_frac_seq 0.567 \
    routed_wl_um 53760 \
    hold_viol 0 \
    pwr-share-comb 0.013 \
    max_freq_ghz 0.06125 \
    critical_path_class "register to register" \
    min_path_type "register to register" \
    drc_errors 0 \
    grt_pass1_wl_um 77760 \
    fp_util 0.4064 \
    worst_setup_path_end_kind "register" \
    async_reset_ff_frac 0.4054 \
    path_max_fanout 5 \
    die_width_um 169.8 \
    rows 61 \
    numSynthFlops 111 \
    syn_area_sq_mm 0.01126 \
    ys_cells 1293 \
    wl_per_cell_um 26.71 \
    critPathRequiredTime_ns 13.78 \
    cts-root-buf "clkbuf_16" \
    power_uw 607.2 \
    postSynthCellCount 1293 \
    syn_area_per_cell_sq_um 8.708 \
    syn_to_final_growth_pct 43.29 \
    coreArea_sq_mm 0.02771 \
    design_area_sq_mm 0.01613 \
    firstDrtPassIters 6 \
    dp_hpwl_um 41850 \
    period_needed_ns 16.33 \
]
[flip-flops by register name (all words and copies together) (netlist names)]
| name | count |
|---|---|
| Data | 56 |
| MatchCount | 4 |
| MinCost | 10 |
| NEXT_W | 3 |
| P | 24 |
| READ_DATA | 7 |
| W | 3 |
| state | 4 |
[area by class of cell]
class / count / area, sq um
clock buffers: 10 / 229.0
clock inverters: 6 / 56.30
fillers: 2366 / 11570
inverters: 107 / 430.4
multi-input cells: 1010 / 8693
flip-flops and latches: 111 / 3094
well taps: 378 / 473.0
repair buffers: 391 / 3158
[synth_stat cells, types with 13 or more instances]
| library cell | n | area [sq um] |
|---|---|---|
| a211oi_1 | 20 | 150.1 |
| a21o_1 | 20 | 150.1 |
| a21oi_1 | 89 | 445.4 |
| a22oi_1 | 13 | 97.59 |
| a31oi_1 | 26 | 162.7 |
| and3_1 | 19 | 118.9 |
| clkbuf_1 | 48 | 180.2 |
| dfrtp_1 | 21 | 525.5 |
| dfstp_2 | 24 | 630.6 |
| edfxtp_1 | 63 | 1892 |
| fa_1 | 41 | 820.8 |
| ha_1 | 83 | 1039 |
| inv_1 | 102 | 382.9 |
| mux2_2 | 14 | 157.7 |
| mux2i_1 | 20 | 200.2 |
| nand2_1 | 119 | 446.7 |
| nand3_1 | 42 | 210.2 |
| nand4_1 | 16 | 100.1 |
| nor2_1 | 84 | 315.3 |
| nor2b_1 | 19 | 118.9 |
| nor3_1 | 28 | 140.1 |
| o211ai_1 | 21 | 157.7 |
| o21a_1 | 13 | 97.59 |
| o21ai_0 | 80 | 400.4 |
| xnor2_1 | 28 | 245.2 |
[placed cells by master (no fill, tap or decap), types with 10 or more instances in the layout]
cell and n:
buf_4 329, nand2_1 109, inv_1 93, nor2_1 77
a21oi_1 71, ha_1 67, edfxtp_1 63, o21ai_0 53
fa_1 41, nand3_1 37, buf_6 30, clkdlybuf4s50_1 29
dfstp_2 24, xnor2_1 24, o21ai_1 22, nor3_1 22
o211ai_1 21, dfrtp_1 20, a31oi_1 19, a21o_1 17
a21oi_2 17, nand4_1 16, nor2b_1 16, o21ai_2 15
and3_1 15, o21a_1 13, ha_4 13, a211o_1 12
mux2i_1 12, nor2_2 10, a211oi_1 10, a211oi_2 10
[layer usage]
layer  part of all wire  vias to the layer above  global-route usage
met2               0.41                      717              0.5472
met1               0.42                     5970              0.5808
li1                   -                     5515                   -
met3               0.11                      161              0.1175
met4              0.053                        0              0.1524
met5                  0                        -                   0
[stage by stage]
| step | TNS (ns) | hold WS [ns] | cells |
|---|---|---|---|
| 3_5_place_dp | -80.35 | 0.4510 | 1935 |
| 2_1_floorplan | -74.30 | 0.4044 | 1293 |
| 5_1_grt | -90.75 | 0.4827 | 2013 |
| 4_1_cts | -66.36 | 0.4670 | 1996 |
| 3_3_place_gp | -75.49 | 0.4443 | 1935 |
| 6_report | -71.31 | 0.4644 | 2013 |
[final timing paths]
path / slack (ns) / start / depth (start not counted) / to
max: -2.63 / P[5][2] / 94 / READ_DATA[2]
min in group asynchronous: 3.02 / RST / 3 / state[3]
min reg2reg: 0.46 / state[3] / 1 / state[3]
max reg2reg: -2.63 / P[5][2] / 94 / READ_DATA[2]
min: 0.46 / state[3] / 1 / state[3]
max in group asynchronous: 10.22 / RST / 3 / state[2]
[power by group through the flow]
stage / logic, uW / clock network, uW / registers, uW
4_1_cts: 7.82 / 263 / 344
5_1_grt: 8.43 / 273 / 344
6_report: 7.60 / 255 / 344
[cell families (layout without fill, tap and decap cells)]
kind of cell | after synthesis | in the layout | synth area share
flops | 108 | 108 | 0.2707
latches | 3 | 3 | 0.004000
buf+inv | 172 | 514 | 0.06078
simple gates | 380 | 380 | 0.1656
mux | 36 | 36 | 0.03423
fa+ha+maj | 124 | 124 | 0.1651
xor+xnor | 31 | 31 | 0.02411
compound gates | 439 | 439 | 0.2755
[repair_timing]
action	CTS	global route
setup buffers	47	20
setup endpoints to repair	31	31
resized	105	93
pin swaps	61	47
Power is estimated from default activity; no workload was simulated.
